### flow/config.mk
export PLATFORM = sky130hd
export DESIGN_NAME = adaptive_beam_steering_unit
export DESIGN_NICKNAME = adaptive_beam_steering_unit
export VERILOG_FILES = /design/flow/design.v
export SDC_FILE = /design/flow/constraint.sdc
export NUM_CORES = 4
export LEC_CHECK = 1
export CORE_AREA = 10 10 70 70
export DIE_AREA = 0 0 80 80
### flow/constraint.sdc
current_design adaptive_beam_steering_unit

set clk_period 2.4
set clk_io_pct 0.2

create_clock -name clk0 -period $clk_period [get_ports {clk}]

set non_clock_inputs [all_inputs -no_clocks]
set_input_delay [expr $clk_period * $clk_io_pct] -clock clk0 $non_clock_inputs
set_output_delay [expr $clk_period * $clk_io_pct] -clock clk0 [all_outputs]
### flow/design.v
`timescale 1ns/1ps
module adaptive_beam_steering_unit (
    input  logic clk,
    input  logic rst_n,
    input  logic A_xray,
    input  logic B_dose,
    input  logic C_pos,
    input  logic D_temp,
    input  logic E_vib,
    input  logic F_power,
    output logic Y1_table,
    output logic Y2_gantry,
    output logic Y3_filter,
    output logic Y4_fan,
    output logic Y5_shutter,
    output logic Y6_relay_iso,
    output logic [2:0] state_dbg
);
    typedef enum logic [2:0] {
        S0_INIT  = 3'b000,
        S1_NORMAL= 3'b001,
        S2_WARN  = 3'b010,
        S3_FAULT = 3'b011,
        S4_EMG   = 3'b100
    } state_t;
    state_t state, next_state;
    logic emg, fault, warn, all_ok;
    always_comb begin
        emg    = B_dose | F_power;
        fault  = A_xray | C_pos;
        warn   = D_temp | E_vib;
        all_ok = ~(emg | fault | warn);
    end
    always_comb begin
        next_state = state;
        unique case (state)
            S0_INIT: begin
                if (!rst_n) next_state = S0_INIT;
                else if (emg) next_state = S4_EMG;
                else if (fault) next_state = S3_FAULT;
                else if (warn) next_state = S2_WARN;
                else next_state = S1_NORMAL;
            end
            S1_NORMAL: begin
                if (emg) next_state = S4_EMG;
                else if (fault) next_state = S3_FAULT;
                else if (warn) next_state = S2_WARN;
                else next_state = S1_NORMAL;
            end
            S2_WARN: begin
                if (emg) next_state = S4_EMG;
                else if (fault) next_state = S3_FAULT;
                else if (all_ok) next_state = S1_NORMAL;
                else next_state = S2_WARN;
            end
            S3_FAULT: begin
                if (emg) next_state = S4_EMG;
                else if (all_ok) next_state = S1_NORMAL;
                else next_state = S3_FAULT;
            end
            S4_EMG: begin
                if (!rst_n) next_state = S0_INIT;
                else next_state = S4_EMG;
            end
        endcase
    end
    always_ff @(posedge clk or negedge rst_n) begin
        if (!rst_n) state <= S0_INIT;
        else        state <= next_state;
    end
    always_comb begin
        Y1_table = 0;
        Y2_gantry = 0;
        Y3_filter = 0;
        Y4_fan = 0;
        Y5_shutter = 0;
        Y6_relay_iso = 0;
        unique case (state)
            S0_INIT: begin
                Y5_shutter = 1;
                Y6_relay_iso = 1;
            end
            S1_NORMAL: begin
                Y1_table = 1;
                Y2_gantry = 1;
                Y3_filter = 1;
            end
            S2_WARN: begin
                Y1_table = 1;
                Y2_gantry = ~E_vib;
                Y3_filter = 1;
                Y4_fan = 1;
            end
            S3_FAULT: begin
                Y4_fan = 1;
                Y5_shutter = 1;
                Y6_relay_iso = 1;
            end
            S4_EMG: begin
                Y4_fan = 1;
                Y5_shutter = 1;
                Y6_relay_iso = 1;
            end
        endcase
    end
    assign state_dbg = state;
endmodule
### flow/run.sh
#!/bin/bash
# OpenROAD 26Q1-2900-gdf79404cd8, Yosys 0.63+post, stock flow scripts
make -C /OpenROAD-flow-scripts/flow DESIGN_CONFIG=/design/flow/config.mk WORK_HOME=/design/flow/orfs finish
==> flow_summary.toml <==
# yosys + openroad results
[route]
ant_nets = 0
viasPerCell = 2.91
drc = 0
vias = 268
avgRoutedWirePerCell_um = 9.53
drt_pass1_iterations = 3
diodes = 0
wirelength_um = 877
drt-initial-drc-count = 9

[setup_path]
worstSetupPathType = "input port to output port"
end_kind = "output port"
ff2ff_path_depth = 3
r2r_setup_slack_ns = 1.29
reg2reg_from = "state[1]$_DFF_PN0_"
start_kind = "input port"
crit_buf_inv = 2
cpPeakStageDelay_ns = 0.48
worst_r2r_endpoint = "state[1]$_DFF_PN0_"
critical_path.top_delay_family = "buffers and inverters"
path_cells = "clkdlybuf4s50_1, nor2_1, nor2_1, a21oi_1, clkdlybuf4s50_1"
cp.required_ns = 1.92
worstPathArrival_ns = 1.71
critPathSlowestCell = "clkdlybuf4s50_1"
path_max_fanout = 3

[global_route]
grt_pass1_vias = 303
antenna_found_initial = 0
grt_usage_pct = 2.87
grt_max_degree = 10
grt_first_pass_wirelength_um = 1440
gr-total-overflow = 0

[sta]
hold_viol_final = 0
period_needed_ns = 2.19
finalMaxSlewViolations = 0
max_freq_ghz = 0.457
fin_setup_tns_ns = 0
finalSetupViolations = 0
period_used_pct = 91.1
fin_worst_skew_ns = 0.00201
rsz0062_at_grt = "false"
worstMarginPinSlew_ns = 0.312
max_slew_margin_pct = 78.9

[logic_synthesis]
syn_avg_cell_area_um2 = 8.45
synth_area_leader_cell = "dfrtp_1"
ys_warn_count = 1
synth_cell_types = 18
ys_seq_share_pct = 31.7
ys_cells = 28
ys_seq_elements = 3
top_cell_area_share_pct = 31.7
synthTopCellsByArea = "dfrtp_1 32%, nor2_1 7.9%, o41ai_2 6.9%"
syn-cell-area_um2 = 236
netlist_instances = 28
ys_area_um2 = 236

[placed_design]
placed_cells = 88
port_buffers = 16
place_congestion = 0.729

[cells_and_area]
layout-drive-gt1-share_pct = 19.6
largest_reg_flops = 3
fin_cells = 92
largest-register = "state"
lay_top_cells = "16 x clkdlybuf4s50_1, 5 x nor2_1, 4 x inv_1"
final_common_cell = "clkdlybuf4s50_1"
area_growth_pct = 96.8
reg.largest.list = "state (3)"

[clock_network]
clk_latency_ns = 0.23
clk_pin_slew_ns = 0.04
cts_sinks = 3
cts_buffers = 3
clk_path_buf_depth = 2
cts_hold_buf = 0
cts_tree = "yes"
cts_resized = 0
root_buffer = "clkbuf_4"
htree_levels = 1
postCtsSetupBuffers = 0

[job]
drv_cap = 0
warning_count = 25

[run_status]
outcome = "completed"

[pwr]
p_leak_nw = 0.177
irDropWorstVdd_mv = 0.0959
p_per_area_mw_per_mm2 = 458

[floorplanning]
fp_util_pct = 6.92
die-area_mm2 = 0.00640
die_w_um = 80
ioPinCount = 17
fp.dieH_um = 80
num_rows = 21
core-area_mm2 = 0.00342

[worst_hold_path]
hold_class = "input port to async pin"
where the power goes:
group          internal [W]  leakage (nW)  switching, W
registers         0.0000542        0.0389    0.00000775
clock network     0.0000624        0.0150     0.0000271
logic             0.0000406         0.123     0.0000211
logic make-up after synthesis:
| kind of cell | count (synthesis) | synth area share [%] |
|---|---|---|
| AOI/OAI and AO/OA | 9 | 32.8 |
| and+or+nand+nor | 9 | 18.0 |
| buffers and inverters | 6 | 12.7 |
| DFF | 3 | 31.7 |
| adders and majority gates | 1 | 4.76 |
final cells by class:
| cell class | instances | area [um2] |
|---|---|---|
| inverters | 4 | 15.0 |
| multi-input cells | 19 | 131 |
| clock buffers | 4 | 26.3 |
| fillers | 392 | 2950 |
| repair buffers | 16 | 160 |
| well taps | 46 | 57.6 |
| flip-flops and latches | 3 | 75.1 |
routing by layer:
layer | wire length, um | part of all wire (%) | GRT usage (%)
met1 | 432 | 49 | 3.60
met2 | 218 | 25 | 3.13
met3 | 220 | 25 | 3.07
met4 | 6 | 0.68 | 0.704
met5 | 0 | 0 | 0
cells in the mapped netlist, drive strengths merged:
cell type	count
nor2	6
inv	4
dfrtp	3
buf	2
o21ai	2
o41ai	2
a211oi	1
a21o	1
a21oi	1
maj3	1
nand2	1
nand3	1
nor2b	1
o21a	1
o32ai	1
worst max-delay path by stage:
stage / from / end / slack [ns] / depth (start not counted)
6_report: E_vib / Y2_gantry / 0.21 / 5
5_1_grt: E_vib / Y2_gantry / 0.13 / 5
4_1_cts: E_vib / Y2_gantry / 0.21 / 5
metrics by stage:
step,hold WS (ns),power (W),worst slack [ns],instance area (um2),utilization (%)
after floorplan,0.184,0.0000824,1.04,236,-
after global placement,0.611,0.000122,0.215,439,12.9
after detailed placement,0.628,0.000124,0.212,439,12.9
after CTS,0.451,0.000219,0.207,465,13.6
after global routing,0.455,0.000234,0.129,465,13.6
final,0.458,0.000213,0.213,465,13.6
Power figures rest on the tool's default switching activity, not on a simulated workload.
